`flow/constraint.sdc`:
```
current_design median_top

set clk_period 98.0
set clk_io_pct 0.2

create_clock -name clk0 -period $clk_period [get_ports {clk}]

set non_clock_inputs [all_inputs -no_clocks]
set_input_delay [expr $clk_period * $clk_io_pct] -clock clk0 $non_clock_inputs
set_output_delay [expr $clk_period * $clk_io_pct] -clock clk0 [all_outputs]
```
`flow/design.v`:
```
module sort3(
    input  [7:0] a, b, c,
    output [7:0] min, mid, max
);
    wire [7:0] low1, high1, low2, high2, low3, high3;
    assign {low1, high1} = (a < b) ? {a, b} : {b, a};
    assign {low2, high2} = (low1 < c) ? {low1, c} : {c, low1};
    assign {low3, high3} = (high1 < high2) ? {high1, high2} : {high2, high1};
    assign min = low2;
    assign mid = low3;
    assign max = high3;
endmodule
module median(
    input [7:0] p0, p1, p2, p3, p4, p5, p6, p7, p8,
    output [7:0] median
);
    wire [7:0] r1_min, r1_mid, r1_max;
    wire [7:0] r2_min, r2_mid, r2_max; 
    wire [7:0] r3_min, r3_mid, r3_max;
    wire [7:0] max_of_mins, mid_of_mids, min_of_maxs;
    wire [7:0] d1, d2, d3, d4, d5, d6, d7, d8;
    sort3 s1 (.a(p0), .b(p1), .c(p2), .min(r1_min), .mid(r1_mid), .max(r1_max));
    sort3 s2 (.a(p3), .b(p4), .c(p5), .min(r2_min), .mid(r2_mid), .max(r2_max));
    sort3 s3 (.a(p6), .b(p7), .c(p8), .min(r3_min), .mid(r3_mid), .max(r3_max));
    sort3 s_min (.a(r1_min), .b(r2_min), .c(r3_min), .min(d1), .mid(d2), .max(max_of_mins));
    sort3 s_mid (.a(r1_mid), .b(r2_mid), .c(r3_mid), .min(d3), .mid(mid_of_mids), .max(d4));
    sort3 s_max (.a(r1_max), .b(r2_max), .c(r3_max), .min(min_of_maxs), .mid(d5), .max(d6));
    sort3 s_final (.a(max_of_mins), .b(mid_of_mids), .c(min_of_maxs), .min(d7), .mid(median), .max(d8));
endmodule
module median_top #(
    parameter W = 430,
    parameter H = 554
)(
    input  wire        clk,
    input  wire        rst,
    input  wire [7:0]  pixel_in,
    output wire [7:0]  pixel_out,
    output reg         vld
);
    reg [7:0] line_buf1 [0:W-1];
    reg [7:0] line_buf2 [0:W-1]; 
    reg [7:0] p [0:8];
    reg [7:0] pixel_out_reg; 
    reg [9:0]  x_in, y_in;       
    reg [9:0]  x_out, y_out;
    reg [19:0] global_cnt;   
    localparam [19:0] LATENCY    = W[19:0] + 20'd2; 
    localparam [19:0] FRAME_SIZE = W[19:0] * H[19:0];
    localparam [19:0] TOTAL_CYCLES = FRAME_SIZE + LATENCY;
    wire [7:0] med_val;
    wire is_border = (x_out == 0 || x_out == W[9:0]-10'd1 || y_out == 0 || y_out == H[9:0]-10'd1);
    always @(posedge clk) begin
        if (rst) begin
            x_in <= 10'd0; 
            y_in <= 10'd0;
            p[0] <= 8'd0; p[1] <= 8'd0; p[2] <= 8'd0;
            p[3] <= 8'd0; p[4] <= 8'd0; p[5] <= 8'd0;
            p[6] <= 8'd0; p[7] <= 8'd0; p[8] <= 8'd0;
        end else begin
            if (x_in == W[9:0] - 10'd1) begin
                x_in <= 10'd0;
                if (y_in == H[9:0] - 10'd1) y_in <= 10'd0; 
                else y_in <= y_in + 10'd1;
            end else x_in <= x_in + 10'd1;
            line_buf1[x_in] <= pixel_in;
            line_buf2[x_in] <= line_buf1[x_in];
            p[6] <= pixel_in;        p[7] <= p[6]; p[8] <= p[7];
            p[3] <= line_buf1[x_in]; p[4] <= p[3]; p[5] <= p[4];
            p[0] <= line_buf2[x_in]; p[1] <= p[0]; p[2] <= p[1];
        end
    end
    median sort_inst (
        .p0(p[0]), .p1(p[1]), .p2(p[2]),
        .p3(p[3]), .p4(p[4]), .p5(p[5]),
        .p6(p[6]), .p7(p[7]), .p8(p[8]),
        .median(med_val)
    );
    always @(posedge clk) begin
        if (rst) begin
            global_cnt <= 20'd0;
            vld <= 1'b0;
            x_out <= 10'd0; 
            y_out <= 10'd0;
            pixel_out_reg <= 8'd0;
        end else begin
            if (global_cnt < TOTAL_CYCLES) 
                global_cnt <= global_cnt + 20'd1;
            if (global_cnt >= LATENCY && global_cnt < TOTAL_CYCLES) begin
                vld <= 1'b1;
                if (is_border)
                    pixel_out_reg <= p[4];  
                else
                    pixel_out_reg <= med_val;
                if (x_out == W[9:0] - 10'd1) begin
                    x_out <= 10'd0;
                    if (y_out == H[9:0] - 10'd1) y_out <= 10'd0;
                    else y_out <= y_out + 10'd1;
                end else x_out <= x_out + 10'd1;
            end else begin
                vld <= 1'b0;
            end
        end
    end
    assign pixel_out = pixel_out_reg;
endmodule
```
`flow/config.mk`:
```
export PLATFORM = sky130hd
export DESIGN_NAME = median_top
export DESIGN_NICKNAME = median_top
export VERILOG_FILES = /design/flow/design.v
export SDC_FILE = /design/flow/constraint.sdc
export NUM_CORES = 4
export LEC_CHECK = 1
export CORE_UTILIZATION = 40
export SYNTH_MEMORY_MAX_BITS = 65536
```
`flow/run.sh`:
```
#!/bin/bash
# OpenROAD 26Q1-2900-gdf79404cd8, Yosys 0.63+post, stock flow scripts
make -C /OpenROAD-flow-scripts/flow DESIGN_CONFIG=/design/flow/config.mk WORK_HOME=/design/flow/orfs finish
```
==> impl_metrics.csv <==
group,metric,value,unit
run_status,status,"completed",
layout,final_common_cell,"edfxtp_1",
route,drt_iter0_drc,9105,
worst_hold_path,worstHoldPathCells,1,
yosys,ys_seq_share,76.27,%
route,via_per_inst,5.645,
setup_path,crit_top_cell,"buf_4",
yosys,topCellsByArea,"edfxtp_1 75%, mux4_2 18%, dfxtp_1 0.96%",
route,first_pass_iters,6,
power,power,8.105,mW
yosys,synth_top_cell_by_area,"edfxtp_1",
final_timing,hold_viol,0,
yosys,yosys_warnings,3,
placed_design,gp_congestion,0.9149,
layout,area_delta_synth_final,14.03,%
final_timing,slew_headroom,27.08,%
layout,mostFrequentLayoutCells,"6880 x edfxtp_1, 2219 x mux4_2, 762 x buf_4",
clock_network,postCtsSetupBuffers,0,
job,cap_violations,0,
clock_network,cts_hold_buffers,0,
final_timing,slew_viol_final,0,
clock_network,cts_tree,"yes",
placed_design,io_buffers,18,
route,totalWireLength,722600,um
setup_path,cp-start-kind,"input port",
floorplanning,initial_utilization,40.22,%
yosys,syn_area,274300,um2
job,warnings,51,
grt,grt_pass1_vias,140700,
final_timing,setup_ws,75.44,ns
clock_network,clk_path_buf_depth,4,
worst_hold_path,hold_class,"reg -> reg",
yosys,async_flop_share,0,%
clock_network,clk_pin_slew_worst_paths,0.06,ns
setup_path,path_cells,"buf_4 -> buf_4 -> nor2b_1 -> and2_1 -> nand2_4 -> buf_4 -> buf_4 -> nor2_2 -> buf_4",
final_timing,skew,0.1052,ns
yosys,yosys_area,274300,um2
route,vias,126800,
clock_network,cts_made_buffers,698,
setup_path,crit_fanout,37,
floorplanning,chip_area,689100,um2
yosys,synth-edff-count,6880,
yosys,syn_inst,12010,
power,power_leakage,95.69,nW
placed_design,place_hpwl,456300,um
power,power_per_cell_area,25.91,nW/um2
clock_network,insertion_delay,1.15,ns
final_timing,period_used_share,23.02,%
final_timing,worst_slew_pin_slew,1.063,ns
setup_path,worstRegToRegCells,73,
clock_network,htreeDepth,6,
setup_path,crit_path_end_kind,"register",
route,avgRoutedWirePerCell,32.18,um
setup_path,worst_path_max_delay_cell,"nor2b_1",
worst_hold_path,hold_path_end,"global_cnt[18]",
grt,antenna_found_initial,45,
setup_path,cp.required,98.78,ns
grt,grt_pass1_wl,1034000,um
clock_network,cts_sinks,7011,
yosys,syn_area_per_cell,22.85,um2
layout,drive_gt1_share,31.86,%
power,irDropWorstVdd,0.2190,mV
setup_path,max_stage_delay,0.64,ns
yosys,synthFlopType,"edfxtp_1",
yosys,yosysCellCount,12010,
setup_path,cp.arrival,23.34,ns
final_timing,period_needed,22.56,ns
yosys,top_cell_area_share,75.32,%
floorplanning,core,682000,um2
floorplanning,placementRows,303,
final_timing,setup_viol,0,
setup_path,path_class,"in -> reg",
floorplanning,die_w,830.1,um
clock_network,cts_resized,0,
floorplanning,die_h,830.1,um
placed_design,preCtsSetupSlack,74.32,ns
route,drtAntennaViolNets,0,
final_timing,finalSetupTns,0,ns
final_timing,timing.hold.ws,0.4659,ns
setup_path,rr_startpoint,"p[0][1]",
route,drc_errors,0,
setup_path,regToRegSetupSlack,77.54,ns
grt,grt_overflow,0,
grt,grt_max_degree,117,
yosys,ys_ff,7011,
clock_network,root_buffer,"clkbuf_16",
floorplanning,io_pins,19,
final_timing,rsz0062_at_grt,"false",
setup_path,r2r_end,"pixel_out_reg[3]",
grt,grt.total_usage,23.29,%
final_timing,clock.fmax,44.32,MHz
layout,top_regs,"line_buf1 (3440), line_buf2 (3440), p (72)",
yosys,synth_cell_types,99,
worst_hold_path,min_from,"global_cnt[18]",
## area by class of cell
| class | instances | area, um2 |
|---|---|---|
| Inverter | 150 | 570.5 |
| Multi-Input combinational cell | 4193 | 62830 |
| Antenna cell | 23 | 57.56 |
| Sequential cell | 7011 | 209200 |
| Timing Repair Buffer | 803 | 6411 |
| Fill cell | 54970 | 369200 |
| Clock inverter | 426 | 4317 |
| Tap cell | 8997 | 11260 |
| Clock buffer | 854 | 18100 |
## synth_stat cells (9+ instances only)
master,count
edfxtp_1,6880
mux4_2,2219
nor2_1,664
clkbuf_1,439
buf_1,198
nand2_1,190
a21oi_1,160
inv_1,148
ha_1,144
dfxtp_1,131
mux2i_1,120
o21ai_0,120
nor2b_1,50
nand3_1,49
mux2_2,37
a211oi_1,33
a21o_1,32
nand4_1,28
nand2b_1,21
and3_1,17
nor3_1,17
or3_1,17
xor2_1,17
o211ai_1,16
xnor2_1,15
a31oi_1,13
o21a_1,13
a22oi_1,10
a22o_1,9
and2_1,9
buf_2,9
o31ai_1,9
## worst max path at each step
stage / startpoint / end / slack (ns) / depth (start not counted)
after CTS: rst / line_buf1[117][5] / 75.46 / 9
after global routing: rst / line_buf1[117][4] / 75.28 / 9
final: rst / line_buf1[117][5] / 75.44 / 9
## logic make-up (layout without fill, tap and decap cells)
family	after synthesis	after routing	synth area share, %
DFF	7011	7011	76.27
muxes	2382	2382	18.84
and+or+nand+nor	1097	1097	1.709
buffers and inverters	801	2233	1.110
AOI/OAI and AO/OA	536	536	1.301
adders and majority gates	146	146	0.6641
xor gates and xnor gates	32	32	0.1022
other	0	23	0
## metal layers
metal,GRT usage (%),up-vias,share of wire (%)
met5,1.295,-,0.17
met1,27.13,64540,31
met3,20.18,1155,19
met2,33.03,8134,46
li1,-,52900,-
met4,6.138,42,3.5
## critical path: cells and delay by family
family | cells | cell delay (ns)
buf+inv | 5 | 1.63
simple gates | 4 | 2.00
## where the power goes
| part | switching (mW) | total [mW] | internal [mW] |
|---|---|---|---|
| clock network | 1.15 | 2.62 | 1.47 |
| logic | 1.30 | 2.13 | 0.828 |
| registers | 0.00476 | 3.35 | 3.35 |
| total | 2.46 | 8.10 | 5.65 |
## per-stage QoR
step                      cell area, um2  utilization (%)  cells
after floorplan                   274300                -  12010
after detailed placement          290300            42.57  21150
after global placement            290300            42.57  21150
final                             312800            45.86  22460
after CTS                         312700            45.85  22430
after global routing              312700            45.86  22440
No activity file was given, so power comes from the tool's default toggle rates.
